$ cat /design/flow/run.sh
#!/bin/bash
# OpenROAD 26Q1-2900-gdf79404cd8, Yosys 0.63+post, stock flow scripts
make -C /OpenROAD-flow-scripts/flow DESIGN_CONFIG=/design/flow/config.mk WORK_HOME=/design/flow/orfs finish
$ cat /design/flow/config.mk
export PLATFORM = sky130hd
export DESIGN_NAME = MIPS
export DESIGN_NICKNAME = MIPS
export VERILOG_FILES = /design/flow/design.v
export SDC_FILE = /design/flow/constraint.sdc
export NUM_CORES = 4
export LEC_CHECK = 1
export CORE_UTILIZATION = 40
$ cat /design/flow/constraint.sdc
current_design MIPS

set clk_period 30.1
set clk_io_pct 0.2

create_clock -name clk0 -period $clk_period [get_ports {clk}]

set non_clock_inputs [all_inputs -no_clocks]
set_input_delay [expr $clk_period * $clk_io_pct] -clock clk0 $non_clock_inputs
set_output_delay [expr $clk_period * $clk_io_pct] -clock clk0 [all_outputs]
$ cat /design/flow/design.v
module ALU(aluin1, aluin2, aluctl, aluout, zero);
    input [2:0] aluctl;
    input [31:0] aluin1, aluin2;
    output [31:0] aluout;
    output zero;
    reg [31:0] aluout;
    reg zero;
    always @ (aluin1 or aluin2 or aluctl)
    begin
        case(aluctl)
            3'b000 : aluout = aluin1 & aluin2; 
            3'b001 : aluout = aluin1 | aluin2; 
            3'b010 : aluout = aluin1 + aluin2; 
            3'b110 : aluout = aluin1 - aluin2; 
        endcase
        zero = ((aluin1 - aluin2) == 0) ? 1 : 0;
    end
endmodule
module ALUControl(aluop, func, aluctl);
    input [1:0] aluop;
    input [5:0] func;
    output [2:0] aluctl; 
    reg [2:0] aluctl;
    always @ (aluop or func)
    begin
        case(aluop)
            2'b00 : aluctl = 3'b010; 
            2'b01 : aluctl = 3'b110; 
            2'b10 :  
            begin
                case(func)
                    6'd32 : aluctl = 3'b010; 
                    6'd34 : aluctl = 3'b110; 
                    6'd36 : aluctl = 3'b000; 
                    6'd37 : aluctl = 3'b001; 
                endcase
            end           
        endcase
    end   
endmodule
module Controller(clk, opCode, reset, PCWriteCond, PCWrite, IorD, r_wbar, memToReg, 
                  IRWrite, PCSrc, aluop, aluSrcA, aluSrcB, RegWrite, RegDst);
    input clk, reset;
    input [5:0] opCode; 
    output PCWriteCond, PCWrite, IorD, r_wbar, memToReg, IRWrite, aluSrcA, RegWrite, RegDst; 
    output [1:0] PCSrc, aluop, aluSrcB;
    reg PCWriteCond, PCWrite, IorD, r_wbar, memToReg, IRWrite, aluSrcA, RegWrite, RegDst; 
    reg [1:0] PCSrc, aluop, aluSrcB;
    reg [3:0] cs, ns;
    initial
    begin
        PCWriteCond = 1'b0;
        PCWrite = 1'b0;
        IorD = 1'b0;
        r_wbar = 1'b0;
        memToReg = 1'b0;
        IRWrite = 1'b0;
        aluSrcA = 1'b0;
        RegWrite = 1'b0;
        RegDst = 1'b0;
        PCSrc = 2'b00; 
        aluop = 2'b00;
        aluSrcB = 2'b00;
    end
    always @ (posedge clk)
    begin
        if(reset)
            cs = 4'd1;
        else
            cs = ns;
    end
    always @ (cs)
    begin
        case(cs)
            4'd1 : 
            begin
                IorD = 1'b0;
                r_wbar = 1'b1;
                IRWrite = 1'b1;
                aluSrcA = 1'b0;
                aluSrcB = 2'b01;
                aluop = 2'b00;
                PCSrc = 2'b00;
                PCWrite = 1'b1;
                ns = 4'd2;
            end
            4'd2 :
            begin
                aluSrcA = 1'b0;
                aluSrcB = 2'b11;
                aluop = 2'b00;
                case(opCode)
                    6'd35 : ns = 4'd3;
                    6'd43 : ns = 4'd3;
                    6'd0 : ns = 4'd7;
                    6'd4 : ns = 4'd9;
                    6'd2 : ns = 4'd10;
                endcase
            end
            4'd3 :
            begin
                aluSrcA = 1'b1;
                aluSrcB = 2'b10;
                aluop = 2'b00;
                case(opCode)
                    6'd35 : ns = 4'd4;
                    6'd43 : ns = 4'd5;
                endcase
            end
            4'd4 : 
            begin
                IorD = 1'b1;
                r_wbar = 1'b1;
                ns = 4'd6;
            end
            4'd5 :
            begin
                IorD = 1'b1;
                r_wbar = 1'b0;
                ns = 4'd1;
            end
            4'd6 :
            begin
                memToReg = 1'b1;
                RegWrite = 1'b1;
                RegDst = 1'b0;
                ns = 4'd1;
            end
            4'd7 : 
            begin
                aluSrcA = 1'b1;
                aluSrcB = 2'b00;
                aluop = 2'b10; 
                ns = 4'd8;
            end
            4'd8 :
            begin
                RegDst = 1'b1;
                memToReg = 1'b0;
                RegWrite = 1'b1;
                ns = 4'd1;
            end
            4'd9 :
            begin
                PCSrc = 2'b01;
                PCWriteCond = 1'b1;
                aluSrcA = 1'b1;
                aluSrcB = 2'b00;
                aluop = 2'b01;
                ns = 4'd1;
            end
            4'd10 :
            begin
                PCSrc = 2'b10;
                PCWrite = 1'b1;
                ns = 4'd1;
            end
            default :
            begin
                aluSrcA = 1'b0; 
                aluSrcB = 2'b01; 
                aluop = 2'b00; 
                PCSrc = 2'b00; 
                PCWrite = 1'b1;
                IorD = 1'b0;
                r_wbar = 1'b1;
                IRWrite = 1'b1;
                ns = 4'd1;
            end
        endcase
    end   
endmodule
module Datapath(PCWriteCond, PCWrite, IorD, r_wbar, memToReg, IRWrite, PCSrc, aluop, 
                aluSrcA, aluSrcB, RegWrite, RegDst, clk, PCReg, aluOutReg, AReg, BReg, opCode);
    input PCWriteCond, PCWrite, IorD, r_wbar, memToReg, IRWrite, aluSrcA, RegWrite, RegDst, clk; 
    input [1:0] PCSrc, aluop, aluSrcB; 
    output [31:0] PCReg, AReg, BReg, aluOutReg;
    output [5:0] opCode; 
    reg [31:0] PCReg, MDR, aluOutReg, AReg, BReg;
    wire [31:0] memAddr, memWData, memData, inst, regWData, rData1, rData2, aluin1, aluin2,
                 aluout, jAddr, PCin, signExtAddr, shftAddr; 
    wire [5:0] func; 
    wire [15:0] addr; 
    wire [25:0] longAddr; 
    wire [4:0] Rd, Rt, Rs, wReg;
    wire [2:0] aluctl; 
    wire zero; 
    wire PCctl;
    initial
    begin
        PCReg = 32'd0;
    end
    assign signExtAddr = {{16{addr[15]}}, addr}; 
    assign shftAddr = signExtAddr << 2; 
    assign jAddr = {PCReg[31:28], longAddr, 2'b00}; 
    Mux2_to_1 mux1(PCReg, aluOutReg, IorD, memAddr);
    Memory memory(r_wbar, clk, memAddr, memWData, memData);
    IR ir(memData, IRWrite, clk, inst, func, addr, longAddr, Rd, Rt, Rs, opCode);
    assign wReg = RegDst ? Rd : Rt;
    Mux2_to_1 mux2(aluOutReg, MDR, memToReg, regWData);
    RegFile regFile(Rs, Rt, wReg, regWData, RegWrite, clk, rData1, rData2);
    Mux2_to_1 mux3(PCReg, AReg, aluSrcA, aluin1);
    Mux4_to_1 mux4(BReg, 32'd4, signExtAddr, shftAddr, aluSrcB, aluin2);
    ALU alu(aluin1, aluin2, aluctl, aluout, zero);
    ALUControl aluControl(aluop, func, aluctl);
    Mux4_to_1 mux5(aluout, aluOutReg, jAddr, 32'bx, PCSrc, PCin); 
    assign PCctl = PCWrite | (PCWriteCond & zero);
    assign memWData = BReg;
    always @ (posedge clk)
    begin 
        if(PCctl)
            PCReg = PCin;
        MDR = memData;
        AReg = rData1;
        BReg = rData2;
        aluOutReg = aluout;
    end
endmodule
module IR(memData, IRWrite, clk, inst, func, addr, longAddr, Rd, Rt, Rs, opCode);
    input [31:0] memData;
    input IRWrite, clk;
    output [31:0] inst;
    output [5:0] func, opCode;
    output [4:0] Rd, Rt, Rs;
    output [15:0] addr;
    output [25:0] longAddr;    
    reg [31:0] inst;
    always @ (posedge clk)
    begin
        if(IRWrite == 1'b1)
            inst = memData;
    end
    assign func = inst[5:0];
    assign addr = inst[15:0];
    assign longAddr = inst[25:0];
    assign Rd = inst[15:11];
    assign Rt = inst[20:16];
    assign Rs = inst[25:21];
    assign opCode = inst[31:26];
endmodule
module MIPS(clk, reset, PCReg, AReg, BReg, aluOutReg);
    input clk, reset;
    output [31:0] PCReg, AReg, BReg, aluOutReg;
    wire PCWriteCond, PCWrite, IorD, r_wbar, memToReg, IRWrite, aluSrcA, RegWrite, RegDst;
    wire [1:0] PCSrc, aluop, aluSrcB;
    wire [5:0] opCode;
    Datapath datapath(PCWriteCond, PCWrite, IorD, r_wbar, memToReg, IRWrite, PCSrc, aluop, 
                    aluSrcA, aluSrcB, RegWrite, RegDst, clk, PCReg, aluOutReg, AReg, BReg, opCode);
    Controller controller(clk, opCode, reset, PCWriteCond, PCWrite, IorD, r_wbar, memToReg, 
                        IRWrite, PCSrc, aluop, aluSrcA, aluSrcB, RegWrite, RegDst);
endmodule
module Memory(r_wbar, clk, addr, wData, rData);
    input r_wbar, clk;
    input [31:0] addr, wData;
    output [31:0] rData;
    reg [31:0] rData;
    reg [31:0] Mem [0:127];
    initial
    begin
        Mem[0] = 32'h221820; 
        Mem[1] = 32'h222022; 
        Mem[2] = 32'h642820; 
        Mem[3] = {6'd35, 5'd0, 5'd2, 16'd20}; 
        Mem[4] = {6'd35, 5'd0, 5'd3, 16'd24}; 
        Mem[5] = {6'd2, 26'd16}; 
    end
    always @ (posedge clk )
    begin
        if(r_wbar == 0)
            #2 Mem[addr] = wData;
        else
            #1 rData = Mem[addr];
    end
endmodule
module Mux2_to_1(in0, in1, sel, out);
    input [31:0] in0, in1;
    input sel;
    output [31:0] out;
    reg [31:0] out;
    always @ (in0 or in1 or sel)
    begin
        if(sel)
            out = in1;
        else
            out = in0;
    end
endmodule
module Mux4_to_1(in0, in1, in2, in3, sel, out);
    input [31:0] in0, in1, in2, in3;
    input [1:0] sel;
    output [31:0] out;
    reg [31:0] out;
    always @ (in0 or in1 or in2 or in3 or sel)
    begin
        case(sel)
            2'b00 : out = in0;
            2'b01 : out = in1;
            2'b10 : out = in2;
            2'b11 : out = in3;
        endcase
    end
endmodule
module RegFile(rReg1, rReg2, wReg, wData, RegWrite, clk, rData1, rData2);
    input RegWrite, clk;
    input [4:0] rReg1, rReg2, wReg;
    input [31:0] wData;
    output [31:0] rData1, rData2;
    reg [31:0] Reg [31:0];
    initial
    begin
        Reg[0] = 32'd0; 
    end
    always @ (posedge clk )
    begin
        if(RegWrite)
            Reg[wReg] = wData;
    end    
    assign rData1 = Reg[rReg1];
    assign rData2 = Reg[rReg2];
endmodule
module testReg;
      reg [4:0] RREG1, RREG2, WREG;
      reg REGWRITE, CLK;
      reg [31:0] WDATA;
      wire [31:0] RDATA1, RDATA2;
      RegFile rf1(RREG1, RREG2, WREG, WDATA, REGWRITE, CLK, RDATA1 , RDATA2);
      initial
      begin
           WREG = 5'd4; REGWRITE = 1'b1; WDATA = 32'd50;
          #10 WREG = 5'd2; REGWRITE = 1'b1; WDATA = 32'd40;
          #10 WREG = 5'd3; REGWRITE = 1'b1; WDATA = 32'd60;
          #10 REGWRITE = 1'b0; RREG1 = 5'd2; RREG2 = 5'd3;
      end
  endmodule
==> run notes <==
After filler insertion, the fill cell instance count of the layout stands at 42100. Across every metal layer, demand over resource in global routing totals 47.42%. For the number of buffers on the longest clock path, the log shows 4.

The half-perimeter wire length after detailed placement was 718.7 mm; the switching power was 3.638 mW. Ranked by total cell area, the synthesized netlist is headed by sky130_fd_sc_hd__edfxtp_1, sky130_fd_sc_hd__mux4_2, sky130_fd_sc_hd__a22oi_1. In this run, synthesis produced a sequential element count of 5402. The power report attributes to the clock group a share of 42.9%.

The number of buffers added on ports works out to 129. The critical path data required time came out at 24.08 ns. The worst setup path is of the flop to output pin kind. In the layout the commonest cells are sky130_fd_sc_hd__edfxtp_1, sky130_fd_sc_hd__a22oi_1, sky130_fd_sc_hd__buf_4, sky130_fd_sc_hd__mux4_2, sky130_fd_sc_hd__clkbuf_16. With the buffer-and-inverter tally for the worst setup path at 1, the vertical die dimension is 724.0 um.

VDD sags by at most 0.07193 mV. The clock H-tree reported by CTS has 6 levels. After floorplanning, the core was sized to cover 0.5179 sq mm. Yosys reported that registers with async set or reset make up 0%. The power report shows net switching accounting for 22.82% of the total.

The routed wire length is 1135 mm. The flow ran to the end, but the final reports show violations. The synthesized netlist handed to floorplanning was reported with a cell count of 11130. For reference, full adder, half adder and majority cells occupy 0.6192% of the area reported after synthesis. For this design the ratio of total power to cell area is 64.99 mW/mm^2.

The Yosys warning count is 10. The clock-pin transition on the worst setup and hold timing paths was 0.06 ns. The path class of the tightest hold or removal check is flop to flop.

The signal on the critical path passes through clkdlybuf4s50_1. The analysis attributes to cell leakage a power of 77.72 nW. The run gives 0 as the post-cts resize count. For this design, the slowest cell found on the critical path is sky130_fd_sc_hd__dfxtp_4.

A synthesized cell averages 18.74 sq um. The run gives 144100 for the via count of the first global-routing pass. Entering global routing, the biggest net connects 128 pins. The pin closest to its max-slew limit shows a slew of 1.606 ns. By instance count after routing, the leading logic cell type is sky130_fd_sc_hd__edfxtp_1. TritonCTS built the clock tree.

The leading register cell type out of synthesis was sky130_fd_sc_hd__edfxtp_1. The power report attributes to the combinational group a share of 4.5%. With the simple-gate share of the synthesized area at 3.720%, the insertion delay of the later-clocked pin in the worst-skew pair is 1.17 ns. The clock arrives with 0.1050 ns of skew. The routed design could run at a clock period as short as 8.510 ns. The logs give 40.26% for the floorplan utilization and 169 for the initial antenna violation count. Number of top-level pins: 130.

With the final weighted congestion in routability-driven placement at 1.106, the chip area in the Yosys report is 0.2085 sq mm. The final timing summary puts the cycle share of the worst path at 28.27%. The total number of vias came out at 143500. The tools report the final tally of hold violations as 0.

The script logs the ratio of routed vias to standard cells as 7.174. With the number of detailed-route iterations in the first pass at 7, the parity-gate share of the synthesized area counting xor and xnor cells is 0.2436%. The highest clock rate this design can be run at is 0.1175 GHz. Final-layout setup total negative slack: 0 ns. Sequential cells account for 52.6% of the total power.

The checks that failed: max-capacitance violations, max-slew violations. The tools report the type of destination of the critical path as an output pin. The cell area after technology mapping is 0.2085 sq mm, and the maximum fanout along the worst path is 40. Cell internal power was estimated by the tool at 12.31 mW. In the final layout, flip-flops and latches occupy 0.1602 sq mm.

In the routed design, unresolved DRC markers number 0. For this design, the CTS-stage hold fixing added 0 buffers. The cell-mix breakdown from Yosys lists the compound-gate area share as 9.417%. Summed over all layers, the global routing overflow is 0. For this sky-water flow run, the detailed-routed wirelength per cell is reported as 56.73 um. The multiplexer fraction of the synthesized cell area came out at 7.746%. For the final instance area, the log shows 0.2453 sq mm. Looking at hold timing, the worst path starts from datapath.memory.rData[13]. The logs give 146 for the count of endpoints without a timing constraint and 561 for the total CTS buffers. With the instance area after placement at 0.2264 sq mm, the number of unique standard cell types used by synthesis is 100. The data arrival time reported for the critical path is 2.49 ns. The final-report max-slew violation count is 14.

The synthesis run identifies the leading combinational cell family as AND-OR/OR-AND gates. The relative area change from synthesis to final layout was 17.65%. Number of warnings in the stage logs: 105. STA lists the startpoint of the worst register-to-register path as datapath.ir.inst[5]. The first global-routing pass estimated 1448 mm of wire. The remaining number of nets flagged by the antenna check after routing is 0, and the delay of the slowest cell on the worst path is 0.78 ns. The number of buffers inserted to repair setup after CTS is 0, and the share of layout cells above drive strength 1 is 23.58%. Floorplan row count: 264. Detailed-route iteration 0 reported a violation count of 15830. In the final report, the number of endpoints failing setup comes to 0.

Setup repair after global routing left no endpoint under its margin. The root buffer cell chosen for the clock tree is sky130_fd_sc_hd__clkbuf_16. Family of cells with the greatest summed delay on the critical path: flip-flops.

For this design, Yosys synthesis ends with a cell count of 11130. The worst setup path is launched from a flop. The area fraction of the dominant cell type after synthesis is 75.11%.

The number of register pins that no clock reaches is 54. Die extent in x: 724.0 um. The run gives 5216 for the number of flops mapped to enable cells by yosys. Per the run summary, max-cap violations total 5. Summed over all instances, the cell type with the most area after synthesis is sky130_fd_sc_hd__edfxtp_1. The tools report the launch point of the worst path as datapath.BReg[6]. Headroom to the max-slew limit came out at -9.858%. Per the layout area report, the combinational gate area comes to 0.04765 sq mm. Per the OpenROAD floorplan log, the area of the die is 0.5242 sq mm.
==> sequential cells by signal (all words and copies together) (netlist names), 2 cells and up <==
signal	count
datapath.aluControl.aluctl	3
datapath.PCReg	32
datapath.memory.Mem	4096
controller.cs	4
datapath.regFile.Reg	1024
datapath.BReg	32
datapath.MDR	32
datapath.alu.aluout	32
datapath.memory.rData	32
datapath.AReg	32
controller.PCSrc	2
controller.aluSrcB	2
controller.ns	4
datapath.aluOutReg	32
controller.aluop	2
datapath.ir.inst	32
==> per-layer routing <==
layer,up-vias,track usage (%),share of wire (%)
met2,18020,59.01,40
met4,509,34.92,10
met1,69480,41.44,25
li1,50290,-,-
met3,5238,47.73,23
met5,-,34.60,1.7
==> cells in the mapped netlist, types with 14 or more instances <==
cell,number
sky130_fd_sc_hd__edfxtp_1,5216
sky130_fd_sc_hd__a22oi_1,1017
sky130_fd_sc_hd__mux4_2,640
sky130_fd_sc_hd__clkbuf_1,455
sky130_fd_sc_hd__a221oi_1,417
sky130_fd_sc_hd__a22o_1,412
sky130_fd_sc_hd__nor2_1,306
sky130_fd_sc_hd__nand4_1,287
sky130_fd_sc_hd__nand2_1,223
sky130_fd_sc_hd__nor3_1,176
sky130_fd_sc_hd__nand3_1,158
sky130_fd_sc_hd__a21oi_1,141
sky130_fd_sc_hd__a222oi_1,135
sky130_fd_sc_hd__dfxtp_1,132
sky130_fd_sc_hd__buf_1,130
sky130_fd_sc_hd__mux2_2,129
sky130_fd_sc_hd__o21ai_0,116
sky130_fd_sc_hd__inv_1,109
sky130_fd_sc_hd__nor4_1,105
sky130_fd_sc_hd__ha_1,100
sky130_fd_sc_hd__buf_2,82
sky130_fd_sc_hd__dlxtn_1,53
sky130_fd_sc_hd__xnor2_1,51
sky130_fd_sc_hd__a31oi_1,42
sky130_fd_sc_hd__or4_1,40
sky130_fd_sc_hd__mux2i_1,27
sky130_fd_sc_hd__and3_1,26
sky130_fd_sc_hd__a21o_1,25
sky130_fd_sc_hd__o22ai_1,25
sky130_fd_sc_hd__nor2b_1,24
sky130_fd_sc_hd__a2111oi_0,19
sky130_fd_sc_hd__nor3b_1,19
sky130_fd_sc_hd__a211oi_1,17
sky130_fd_sc_hd__nand3b_1,17
sky130_fd_sc_hd__o21bai_1,17
sky130_fd_sc_hd__nand2b_1,14
==> through the flow <==
step | std cells | power, mW | hold slack, ns | setup WS (ns) | util [%]
CTS | 19550 | 15.88 | 0.3771 | 21.61 | 47.13
detailed placement | 18540 | 9.226 | 0.3580 | 22.74 | 43.70
floorplan | 11130 | 8.819 | 0.3435 | 22.23 | -
finish | 20010 | 15.94 | 0.3760 | 21.59 | 47.37
global placement | 18540 | 9.213 | 0.3609 | 21.52 | 43.68
global route | 19890 | 16.20 | 0.3823 | 21.59 | 47.31
==> power groups by stage <==
stage	combinational (mW)	clock, mW	sequential (mW)
6_report	0.719	6.83	8.39
5_1_grt	0.726	7.08	8.39
4_1_cts	0.679	6.81	8.39
==> cell families (layout without fill, tap and decap cells) <==
group	Yosys count	in the layout
DFF	5348	5348
muxes	797	797
other	1	461
adders and majority gates	102	102
buffers and inverters	785	2288
AOI/OAI and AO/OA	2508	2508
latches	54	54
xor gates and xnor gates	58	58
and+or+nand+nor	1475	1475
==> worst paths after layout <==
kind | slack (ns) | to | cells past startpoint
max | 21.59 | BReg[6] | 1
min | 0.38 | datapath.MDR[13] | 0
max reg2reg | 22.48 | datapath.PCReg[29] | 14
min reg2reg | 0.38 | datapath.MDR[13] | 0
==> final cells by class <==
type | count | area share (%)
multi-input combinational | 4944 | 19.42
inverter | 111 | 0.1698
clock inverter | 294 | 1.228
antenna | 457 | 0.4662
clock buffer | 714 | 5.995
tap | 6916 | 3.527
timing repair buffer | 1169 | 3.884
sequential | 5402 | 65.31
Power is estimated from default activity; no workload was simulated.
